File: flow/config.mk
export PLATFORM = sky130hd
export DESIGN_NAME = compare
export DESIGN_NICKNAME = compare
export VERILOG_FILES = /design/flow/design.v
export SDC_FILE = /design/flow/constraint.sdc
export NUM_CORES = 4
export LEC_CHECK = 1
export CORE_AREA = 10 10 70 70
export DIE_AREA = 0 0 80 80
File: flow/constraint.sdc
current_design compare

set clk_period 1.6
set clk_io_pct 0.2

create_clock -name clk0 -period $clk_period

set non_clock_inputs [all_inputs -no_clocks]
set_input_delay [expr $clk_period * $clk_io_pct] -clock clk0 $non_clock_inputs
set_output_delay [expr $clk_period * $clk_io_pct] -clock clk0 [all_outputs]
File: flow/design.v
module compare (A, B, AeqB, AgtB, AltB);
	input [3:0] A, B;
	output reg AeqB, AgtB, AltB;
	always @(A,B)
	begin
		AeqB = 0;
		AgtB = 0;
		AltB = 0;
		if (A==B)
			AeqB = 1;
		else if (A>B)
			AgtB = 1;
		else
			AltB = 1;
	end
endmodule
File: flow/run.sh
#!/bin/bash
# OpenROAD 26Q1-2900-gdf79404cd8, Yosys 0.63+post, stock flow scripts
make -C /OpenROAD-flow-scripts/flow DESIGN_CONFIG=/design/flow/config.mk WORK_HOME=/design/flow/orfs finish
==> results.toml <==
# yosys + openroad results
[sta]
final-max-slew-violation-count = 0
fin_tns_setup_ns = 0
final-hold-violation-count = 0
period_used_pct = 97.5
setup_viol = 0
fmax_mhz = 641
tightest_slew_ns = 0.124
fin_crit_ns = 1.56
slew_headroom_pct = 91.7

[floorplanning]
fp.dieW_um = 80
io_pins = 11
die_height_um = 80
die-area_sq_um = 6400
fp.coreArea_sq_um = 3420
fp-row-count = 21
initial_core_util_pct = 3.19

[setup_path]
crit_path_end_kind = "primary output"
worst-endpoint-arrival_ns = 1.24
path_class = "in -> out"
crit_fanout = 2
crit_required_ns = 1.28
crit_path_start_kind = "input port"

[synth]
synthCells = 17
yosysChipArea_sq_um = 109
syn_avg_cell_area_sq_um = 6.40
synth_area_sq_um = 109
area_leaders = "ha_1, inv_1, a21oi_2"
top_area_share_pct = 46.0
ys_cells = 17
yosysWarnings = 1
ys_types = 8
yosysSeqAreaShare_pct = 0
synth_top_cell_by_area = "ha_1"

[placed_design]
placedCellCount = 74
gp_congestion = 0.772
io_buffers = 11
place_area_sq_um = 277
detailed_place_hpwl_um = 334

[route]
dr_wl_met3_um = 69
highest_layer = "met3"
drtIter0Drc = 0
routed_wirelength_um = 408
wl_met1_um = 203
dr_wl_met2_um = 136
diodes = 0
vias_per_cell = 1.95
ant_nets = 0
dr_total_vias = 144
wl_per_cell_um = 5.51
dr.pass1.iters = 1
drc = 0

[outcome]
status = "complete, no violations"

[cells_and_area]
design_area_sq_um = 315
area_growth_pct = 190
clockBufferCount = 0
final_cells = 74
nFlopsAndLatches = 0
fillers = 400
drive_gt1_share_pct = 64.3
flop_area_sq_um = 0

[cts]
post-cts-setup-buffers = 0

[power]
switching_power_uw = 32.2
p_leak_uw = 0.000126
powerDensity_nw_per_um2 = 242
comb_power_share_pct = 100.0
p_clk_share_pct = 0
sequentialPowerShare_pct = 0
switching_share_pct = 42.2
power.internal_uw = 44.1
vdd_drop_max_uv = 23.5

[run]
drv_cap = 0
warnings = 32

[worst_hold_path]
hold_path_end = "AltB"
min_from = "A[3]"
hold_path_class = "in -> out"
min_path_cells = 6

[global_routing]
first_global_vias = 135
antenna_found_initial = 0
grt_max_degree = 4
grt_use_total_pct = 1.04
grt-ovfl-total = 0
grt_pass1_wl_um = 586
[kinds of logic (layout without fill, tap and decap cells)]
family                     after synthesis  count (layout)  synth area share [%]
and+or+nand+nor                          5               5                  19.5
AOI/OAI and AO/OA                        3               3                  17.2
buffers and inverters                    5              16                  17.2
adders and majority gates                4               4                  46.0
[cells in the mapped netlist, drive strengths merged]
library cell	count
a21oi	2
inv	5
ha	4
nor2	2
nand2	2
o21ai	1
nor2b	1
[area by class of cell]
type | count | area [sq um] | area share (%)
well taps | 46 | 57.6 | 18.3
repair buffers | 11 | 81.3 | 25.8
inverters | 5 | 18.8 | 5.95
multi-input cells | 12 | 158 | 50.0
[per-stage QoR]
stage                     power, uW  util, %  hold WS (ns)  worst slack (ns)
after floorplan                22.0        -         0.876             0.354
after global placement         61.7     8.10          1.78            -0.624
after detailed placement       61.9     8.10          1.78            -0.645
after CTS                      70.2     9.05          1.23           0.00739
after global routing           84.7     9.23          1.14         -0.000320
final                          76.4     9.23          1.11            0.0405
[how the worst max path moves through the flow]
stage | start | slack (ns) | to
4_1_cts | A[1] | 0.007 | AgtB
5_1_grt | A[0] | -0.0003 | AgtB
6_report | B[1] | 0.04 | AgtB
[repair_timing]
action	4_1_cts	5_1_grt
endpoints found under the setup margin	3	2
cloned	0	0
pin swaps	7	8
resized	29	9
hold buffers	0	0
[power groups by stage]
stage / Combinational [uW] / Clock (uW) / Sequential, uW
CTS: 70.2 / 0 / 0
global route: 84.7 / 0 / 0
finish: 76.4 / 0 / 0
[worst max-delay path, cell delays in order]
cell and delay [ns]:
dlygate4sd2_1 0.23, inv_2 0.06, ha_4 0.20, a21oi_2 0.13
o21ai_2 0.06, nor2b_1 0.12, buf_2 0.11
[per-layer routing]
| layer | track usage, % | up-vias |
|---|---|---|
| met5 | 0 | - |
| met4 | 0 | 0 |
| met3 | 0.568 | 0 |
| met2 | 1.28 | 9 |
| met1 | 1.58 | 58 |
| li1 | - | 77 |
[placed cells by master, fill, tap and decap left out]
master           count
a21oi_2              1
a21oi_4              1
buf_2                3
clkbuf_2             2
clkdlybuf4s15_1      3
dlygate4sd2_1        3
ha_2                 1
ha_4                 3
inv_1                2
inv_2                3
nand2_2              1
nand2_4              1
nor2_1               1
nor2_2               1
nor2b_1              1
o21ai_2              1
Power is estimated from default activity; no workload was simulated.
